--- ./run.sh ---
#!/bin/bash
# OpenROAD 26Q1-2900-gdf79404cd8, Yosys 0.63+post, stock flow scripts
make -C /OpenROAD-flow-scripts/flow DESIGN_CONFIG=/design/flow/config.mk WORK_HOME=/design/flow/orfs finish
--- ./config.mk ---
export PLATFORM = sky130hd
export DESIGN_NAME = counter_to_10
export DESIGN_NICKNAME = counter_to_10
export VERILOG_FILES = /design/flow/design.v
export SDC_FILE = /design/flow/constraint.sdc
export NUM_CORES = 4
export LEC_CHECK = 1
export CORE_AREA = 10 10 70 70
export DIE_AREA = 0 0 80 80
--- ./constraint.sdc ---
current_design counter_to_10

set clk_period 2.2
set clk_io_pct 0.2

create_clock -name clk0 -period $clk_period [get_ports {clk}]

set non_clock_inputs [all_inputs -no_clocks]
set_input_delay [expr $clk_period * $clk_io_pct] -clock clk0 $non_clock_inputs
set_output_delay [expr $clk_period * $clk_io_pct] -clock clk0 [all_outputs]
--- ./design.v ---
module counter_to_10(clk, reset, d, count, carry);
  input wire clk, reset, d;
  output reg carry;
  output reg[3:0] count;
  always @(posedge clk)
  begin 
    if(reset) begin 
      count = 4'b0;
      carry = 0;
    end
    if(d) begin 
      if(count == 4'b0) begin 
        count <= 4'b1001;
        carry <= 1'b1;
      end
      else begin 
        count <= count - 4'b1;
        carry <= 0;
      end
    end 
    else begin 
      if(count == 4'b1001) begin 
        count <= 4'b0;
        carry <= 1'b1;
      end 
      else begin 
        count <= count + 4'b1;
        carry <= 0;
      end 
    end
  end
endmodule
==> flow_metrics.tcl <==
# collected from the flow reports
set metrics [dict create \
    vdd_drop_max_v 0.000119 \
    fmax_mhz 567 \
    cts_tree "built" \
    grt_pass1_wl_um 1170 \
    path_cells "clkdlybuf4s50_1" \
    final_max_slew_viol_count 0 \
    worstHoldPathType "reg -> reg" \
    yosys_warnings 1 \
    root_buffer "clkbuf_4" \
    dp.cells 90 \
    clkSinkCount 5 \
    critPathTopFamily "flip-flops" \
    drc 0 \
    syn_inst 42 \
    worstSkewPairLatency_ns 0.24 \
    period_used_pct 80.2 \
    drtIter0Drc 69 \
    dp_hpwl_um 539 \
    r2r_cells 3 \
    worst-path-stages 1 \
    cp_slowest_cell "dfxtp_1" \
    fp_util_pct 10.0 \
    first_pass_iters 2 \
    status "finished clean" \
    antenna_found_initial 0 \
    die_x_um 80 \
    dieArea_um2 6400 \
    cts_resized 0 \
    finalHoldViolations 0 \
    post_drt_wl_per_cell_um 8.38 \
    cp_data_arrival_time_ns 1.32 \
    min_path_cells 1 \
    slew_headroom_pct 75.0 \
    worst_pin_slew_ns 0.375 \
    die_height_um 80 \
    yosysUniqueCellTypes 22 \
    gp_routability_congestion 0.782 \
    period_minus_slack_ns 1.76 \
    syn-cell-area_um2 343 \
    core_area_um2 3420 \
    yosysSeqAreaShare_pct 29.2 \
    grt_overflow 0 \
    final.setup.tns_ns 0 \
    fillers 400 \
    avgSynthCellArea_um2 8.16 \
    grt_max_degree 13 \
    crit_path_end_kind "output pin" \
    setup_slack_ns 0.436 \
    numSynthFlops 5 \
    drt-total-wl_um 788 \
    tool_warnings 25 \
    antenna_cells 0 \
    post-cts-setup-buffers 0 \
    clock-skew-final_ns 0.00406 \
    ctsHoldBuffers 0 \
    setup_viol 0 \
    htreeDepth 1 \
    regArea_um2 100 \
    worstSetupStartpointType "register" \
    cts_buffers 3 \
    slowest_delay_ns 0.54 \
    grt_pass1_vias 263 \
    ys_area_um2 343 \
    pin_count 8 \
    port_buffers 7 \
    rsz0062_at_grt "no" \
    vias 325 \
    path_class "reg -> out" \
    ant_nets 0 \
    pre_cts_slack_ns 0.359 \
    mi_logic_area_um2 211 \
    path_buffers 1 \
    critPathRequiredTime_ns 1.76 \
    power_uw 315 \
    layout.cells.non_filler 94 \
    viasPerCell 3.46 \
    drive_gt1_share_pct 6.25 \
    area_growth_pct 35.8 \
    critical_path_peak_fanout 12 \
    grt_usage_pct 2.11 \
    drv_cap 0 \
    clk_path_buf_depth 2 \
    powerDensity_nw_per_um2 676 \
    num_rows 21 \
    yosys_cells 42 \
    path_clk_slew_ns 0.05 \
    p_leak_uw 0.000156 \
]
==> power breakdown <==
part	switching (µW)	internal (µW)
Clock	38.0	68.6
Combinational	23.9	52.4
Sequential	28.1	104
Total	90.0	225
==> registers in the layout (all words and copies together), names as in the netlist <==
name / flops
carry: 1
count: 4
==> final timing paths <==
kind             from        to  slack (ns)
max          count[1]  count[1]        0.44
min          count[0]  count[0]        0.54
max reg2reg  count[3]  count[3]        0.98
min reg2reg  count[0]  count[0]        0.54
==> placed cells by master (no fill, tap or decap) <==
master and instances:
clkdlybuf4s50_1 7, dfxtp_1 5, nand2b_1 3, nor2b_1 3
nor3b_1 3, clkbuf_4 3, nand3_1 2, nor2_1 2
o21ai_1 2, or2_0 2, a211oi_1 2, nand2_1 2
and3b_1 2, nand3b_1 1, a31oi_1 1, a221oi_1 1
nor4bb_1 1, and4bb_1 1, a21oi_1 1, o21a_1 1
o21ai_0 1, o221ai_1 1, clkbuf_1 1
==> routing by layer <==
metal	GRT usage, %	vias up	wire (µm)
li1	-	163	-
met1	2.87	149	374
met4	0.704	0	15
met2	2.97	9	325
met5	0	-	0
met3	0.795	4	72
==> Yosys cell counts <==
master / count / share of area, %
or2_0: 2 / 3.6
o21a_1: 1 / 2.2
nand2b_1: 3 / 5.5
a31oi_1: 1 / 1.8
buf_6: 1 / 3.3
nand3_1: 2 / 2.9
nor2b_1: 3 / 5.5
buf_2: 4 / 5.8
nor4bb_1: 1 / 2.9
and4bb_1: 1 / 3.6
o221ai_1: 1 / 2.6
nand3b_1: 1 / 2.2
nor3b_1: 3 / 6.6
a21oi_1: 1 / 1.5
o21ai_0: 1 / 1.5
and3b_1: 2 / 5.1
o21ai_1: 2 / 2.9
dfxtp_1: 5 / 29
a211oi_1: 2 / 4.4
nand2_1: 2 / 2.2
a221oi_1: 1 / 2.6
nor2_1: 2 / 2.2
==> cells by family (layout without fill, tap and decap cells) <==
family	after synthesis	after routing	share of synthesized area, %
compound gates	10	10	19.3
buf+inv	5	11	9.12
flops	5	5	29.2
simple gates	22	22	42.3
==> metrics by stage <==
stage                     area (µm²)  hold WS (ns)  util, %
after CTS                        465         0.538     13.6
after global routing             465         0.566     13.6
after floorplan                  343         0.509        -
after detailed placement         439         0.528     12.9
after global placement           439         0.506     12.9
final                            465         0.538     13.6
==> cell type report <==
class,count,share of cell area [%]
multi-input cells,32,45.4
flip-flops and latches,5,21.5
repair buffers,7,15.1
well taps,46,12.4
clock buffers,4,5.65
Power figures rest on the tool's default switching activity, not on a simulated workload.
