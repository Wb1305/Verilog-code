--- /design/flow/run.sh ---
#!/bin/bash
# OpenROAD 26Q1-2900-gdf79404cd8, Yosys 0.63+post, stock flow scripts
make -C /OpenROAD-flow-scripts/flow DESIGN_CONFIG=/design/flow/config.mk WORK_HOME=/design/flow/orfs finish
--- /design/flow/config.mk ---
export PLATFORM = sky130hd
export DESIGN_NAME = fsm
export DESIGN_NICKNAME = fsm
export VERILOG_FILES = /design/flow/design.v
export SDC_FILE = /design/flow/constraint.sdc
export NUM_CORES = 4
export LEC_CHECK = 1
export CORE_AREA = 10 10 70 70
export DIE_AREA = 0 0 80 80
--- /design/flow/constraint.sdc ---
current_design fsm

set clk_period 2.3
set clk_io_pct 0.2

create_clock -name clk0 -period $clk_period [get_ports {CLK}]

set non_clock_inputs [all_inputs -no_clocks]
set_input_delay [expr $clk_period * $clk_io_pct] -clock clk0 $non_clock_inputs
set_output_delay [expr $clk_period * $clk_io_pct] -clock clk0 [all_outputs]
--- /design/flow/design.v ---
`timescale 1ns / 1ps
module fsm(
    output MR,
    output MY,
    output MG,
    output SR,
    output SY,
    output SG,
    output reg ST,
    input TS,
    input TL,
    input C,
    input reset,
    input CLK
);
reg[6:1] state;
parameter mainRoadGreen = 6'b001100;
parameter mainRoadYellow = 6'b010100;
parameter sideRoadGreen = 6'b100001;
parameter sideRoadYellow = 6'b100010;
assign MR = state[6];
assign MY = state[5];
assign MG = state[4];
assign SR = state[3];
assign SY = state[2];
assign SG = state[1];
initial
begin
    state = mainRoadGreen;
    ST = 0;
end
always @(posedge CLK)
begin
    if (reset)
    begin
        state = mainRoadGreen;
        ST = 1;
    end
    else
    begin
        ST = 0;  
        case (state)
            mainRoadGreen:
                if (TL & C)
                begin 
                    state = mainRoadYellow; 
                    ST = 1; 
                end
            mainRoadYellow:
                if (TS) 
                begin 
                    state = sideRoadGreen; 
                    ST = 1; 
                end
            sideRoadGreen:
                if (TL | !C)
                begin 
                    state = sideRoadYellow; 
                    ST = 1; 
                end
            sideRoadYellow:
                if (TS) 
                begin 
                    state = mainRoadGreen; 
                    ST = 1; 
                end
        endcase
    end
end
endmodule
==> flow_results.xml <==
<?xml version="1.0" encoding="UTF-8"?>
<metrics>
  <group name="cells_and_area">
    <metric name="layout_top_cells" unit="">sky130_fd_sc_hd__clkdlybuf4s50_1, sky130_fd_sc_hd__dfxtp_1, sky130_fd_sc_hd__nor2_1, sky130_fd_sc_hd__inv_1</metric>
    <metric name="flow.area_growth_from_synthesis" unit="%">48.74</metric>
    <metric name="design_area" unit="µm²">591.8</metric>
    <metric name="combGateArea" unit="µm²">239.0</metric>
    <metric name="layout_top_cell_excl_fill_tap" unit="">sky130_fd_sc_hd__clkdlybuf4s50_1</metric>
    <metric name="layout.filler_cells" unit="">395</metric>
    <metric name="final-seq-area" unit="µm²">140.1</metric>
    <metric name="final_core_util" unit="%">17.33</metric>
    <metric name="final-instance-count-excl-fill" unit="">107</metric>
    <metric name="final_layout_size_suffix_gt1_share" unit="%">13.11</metric>
  </group>
  <group name="clock_network">
    <metric name="post-cts-setup-buffer-count" unit="">0</metric>
    <metric name="register_clock_pin_slew_on_the_reported_worst_setup_and_hold_paths" unit="ns">0.05</metric>
    <metric name="root_buffer" unit="">sky130_fd_sc_hd__clkbuf_4</metric>
    <metric name="number_of_buffers_inserted_for_hold_repair_after_clock_tree_synthesis" unit="">0</metric>
    <metric name="cts_inserted_buffers" unit="">3</metric>
    <metric name="cts.path.max_buffers" unit="">2</metric>
    <metric name="tritoncts_clock_tree" unit="">yes</metric>
    <metric name="ctsResizeCount" unit="">0</metric>
    <metric name="htreeDepth" unit="">1</metric>
    <metric name="cts.sink_count" unit="">7</metric>
    <metric name="insertion_delay" unit="ns">0.25</metric>
  </group>
  <group name="detailed_routing">
    <metric name="vias" unit="">407</metric>
    <metric name="num_antenna_cells" unit="">0</metric>
    <metric name="post-route-drc-count" unit="">0</metric>
    <metric name="route.detailed.wl_per_inst" unit="µm">10.27</metric>
    <metric name="wl" unit="mm">1.099</metric>
    <metric name="vias_per_cell" unit="">3.804</metric>
    <metric name="drtPass1Iterations" unit="">4</metric>
    <metric name="final_antenna_net_count" unit="">0</metric>
    <metric name="initialDrtViolationCount" unit="">30</metric>
  </group>
  <group name="final_timing">
    <metric name="final.setup.worst_slack" unit="ns">0.3475</metric>
    <metric name="timing.fmax" unit="MHz">512.2</metric>
    <metric name="setup_viol_count_final" unit="">0</metric>
    <metric name="fin_tns_setup" unit="ns">0</metric>
    <metric name="clock_skew" unit="ns">0.002536</metric>
    <metric name="finalClockPeriodUsage" unit="%">84.89</metric>
    <metric name="max_slew_margin" unit="%">78.40</metric>
    <metric name="worst_pin_slew" unit="ns">0.3205</metric>
    <metric name="final_max_slew_viol_count" unit="">0</metric>
    <metric name="timing.final.crit_period" unit="ns">1.952</metric>
    <metric name="grt_setup_unrepaired" unit="">no</metric>
    <metric name="final_hold_viol_count" unit="">0</metric>
  </group>
  <group name="flow_run">
    <metric name="stage_log_warnings" unit="">25</metric>
    <metric name="drv_cap" unit="">0</metric>
  </group>
  <group name="global_routing">
    <metric name="first_pass_grt_wire_length" unit="mm">1.725</metric>
    <metric name="largest_net_degree_at_the_start_of_global_routing" unit="">8</metric>
    <metric name="globalRoute.totalOverflow" unit="">0</metric>
    <metric name="via_count_of_the_first_global_routing_pass" unit="">374</metric>
    <metric name="grt_usage" unit="%">3.250</metric>
    <metric name="grt_antenna_before_repair" unit="">0</metric>
  </group>
  <group name="yosys">
    <metric name="yosys-top-cells-area" unit="">sky130_fd_sc_hd__dfxtp_1, sky130_fd_sc_hd__inv_1, sky130_fd_sc_hd__nor2_1</metric>
    <metric name="yosys-dominant-comb-family" unit="">simple AND/OR/NAND/NOR gates</metric>
    <metric name="synth.cellmix.compoundShare" unit="%">24.84</metric>
    <metric name="mux_area_share" unit="%">0</metric>
    <metric name="synth_area_per_cell" unit="µm²">8.650</metric>
    <metric name="synthesis.yosys.warnings" unit="">1</metric>
    <metric name="top_area_share" unit="%">35.22</metric>
    <metric name="ys_seq_share" unit="%">35.22</metric>
    <metric name="synth_chip_area" unit="µm²">397.9</metric>
    <metric name="post_synth_top_area_cell" unit="">sky130_fd_sc_hd__dfxtp_1</metric>
    <metric name="post_synth_xor_area_fraction" unit="%">0</metric>
    <metric name="simple_gate_area_share" unit="%">35.22</metric>
    <metric name="post_synth_fa_ha_maj_area_fraction" unit="%">0</metric>
    <metric name="synth-cells-yosys" unit="">46</metric>
    <metric name="synth.cell_area" unit="µm²">397.9</metric>
    <metric name="postSynthCellCount" unit="">46</metric>
    <metric name="synth_flops" unit="">7</metric>
    <metric name="post_synth_num_cell_types" unit="">24</metric>
  </group>
  <group name="setup_path">
    <metric name="critical_path_peak_fanout" unit="">6</metric>
    <metric name="timing.setup.critical_path_class" unit="">reg2reg</metric>
    <metric name="critical_path.reg2reg.endpoint" unit="">state[3]</metric>
    <metric name="register_to_register_path_depth" unit="">5</metric>
    <metric name="reg2reg_setup_slack" unit="ns">0.35</metric>
    <metric name="worst_ep_required_time" unit="ns">2.44</metric>
    <metric name="worst_r2r_startpoint" unit="">state[3]</metric>
    <metric name="timing.critical_path.from_type" unit="">flop</metric>
    <metric name="worst_ep_arrival_time" unit="ns">2.09</metric>
    <metric name="endpoint_kind" unit="">flop</metric>
  </group>
  <group name="worst_hold_path">
    <metric name="worstHoldPathType" unit="">reg2reg</metric>
    <metric name="holdPathEnd" unit="">state[6]</metric>
    <metric name="hold_path_startpoint" unit="">state[6]</metric>
    <metric name="timing.hold.worst_path_depth" unit="">2</metric>
  </group>
  <group name="place">
    <metric name="dpl.hpwl" unit="µm">899.9</metric>
    <metric name="placedInstanceArea" unit="µm²">565.5</metric>
    <metric name="port_buffers" unit="">11</metric>
    <metric name="detailedPlace.worstSlack" unit="ns">0.1746</metric>
    <metric name="post-place-cells" unit="">103</metric>
    <metric name="place_congestion" unit="">0.8986</metric>
  </group>
  <group name="power_and_ir_drop">
    <metric name="peakVddDrop" unit="mV">0.3300</metric>
    <metric name="power_density" unit="nW/µm²">930.7</metric>
    <metric name="cellLeakagePower" unit="nW">0.2241</metric>
  </group>
  <group name="die">
    <metric name="core_util_floorplan" unit="%">11.65</metric>
    <metric name="chip_area" unit="µm²">6400</metric>
    <metric name="boundaryPins" unit="">12</metric>
    <metric name="die.size.y" unit="µm">80</metric>
    <metric name="fp.dieW" unit="µm">80</metric>
    <metric name="placementRows" unit="">21</metric>
    <metric name="design.core.area" unit="µm²">3416</metric>
  </group>
  <group name="run_status">
    <metric name="outcome" unit="">finished clean</metric>
  </group>
</metrics>
==> metrics by stage <==
| stage | hold slack [ns] | power (mW) |
|---|---|---|
| finish | 0.5450 | 0.5508 |
| global placement | 0.5493 | 0.4428 |
| floorplan | 0.4861 | 0.3459 |
| detailed placement | 0.5394 | 0.4457 |
| global route | 0.5923 | 0.5921 |
| CTS | 0.5479 | 0.5570 |
==> critical path: stages, from the launching register on <==
cell and delay, ns:
sky130_fd_sc_hd__dfxtp_1 0.42, sky130_fd_sc_hd__nor4bb_1 0.30, sky130_fd_sc_hd__o21ai_1 0.16, sky130_fd_sc_hd__and3_4 0.22
sky130_fd_sc_hd__or3_4 0.39, sky130_fd_sc_hd__a221o_1 0.35
==> where the power goes <==
group	total (mW)	switching (mW)	internal, mW
logic	0.254	0.105	0.150
clock network	0.108	0.0421	0.0660
registers	0.188	0.0372	0.151
==> sequential cells by signal, indices dropped and copies added (netlist names) <==
| name | cells |
|---|---|
| state | 6 |
| ST | 1 |
==> how the worst max path moves through the flow <==
stage,start,to,cells past startpoint
after global routing,state[3],state[3],5
after CTS,state[3],state[3],5
final,state[3],state[3],5
==> per-layer routing <==
metal	wire, µm	up-vias	global-route usage (%)
met4	12	0	1.056
met5	0	-	0
met2	412	22	3.772
met3	98	2	1.136
met1	576	180	5.154
li1	-	203	-
==> synthesized netlist by cell type <==
cell / n
sky130_fd_sc_hd__nor4b_2: 1
sky130_fd_sc_hd__nand2b_1: 1
sky130_fd_sc_hd__or3_4: 1
sky130_fd_sc_hd__a21oi_1: 2
sky130_fd_sc_hd__a31o_1: 1
sky130_fd_sc_hd__nor2_1: 5
sky130_fd_sc_hd__inv_1: 5
sky130_fd_sc_hd__o21ai_1: 2
sky130_fd_sc_hd__o21ai_0: 3
sky130_fd_sc_hd__a221oi_1: 2
sky130_fd_sc_hd__nand2_1: 1
sky130_fd_sc_hd__o22ai_1: 2
sky130_fd_sc_hd__nand3b_1: 1
sky130_fd_sc_hd__dfxtp_1: 7
sky130_fd_sc_hd__nor4bb_1: 1
sky130_fd_sc_hd__and3_1: 1
sky130_fd_sc_hd__nand3_1: 2
sky130_fd_sc_hd__and3_4: 1
sky130_fd_sc_hd__and4bb_1: 1
sky130_fd_sc_hd__a221o_1: 1
sky130_fd_sc_hd__nor3_1: 1
sky130_fd_sc_hd__nand3_2: 1
sky130_fd_sc_hd__a21o_1: 2
sky130_fd_sc_hd__nor3b_2: 1
==> kinds of logic after synthesis <==
logic type,after synthesis
simple gates,19
compound gates,15
flops,7
buf+inv,5
==> area by class of cell <==
cell class | count | share of cell area (%)
Sequential cell | 7 | 23.68
Tap cell | 46 | 9.725
Inverter | 5 | 3.171
Timing Repair Buffer | 11 | 18.60
Clock buffer | 4 | 4.440
Multi-Input combinational cell | 34 | 40.38
No activity file was given, so power comes from the tool's default toggle rates.
