<file path="./config.mk">
export PLATFORM = sky130hd
export DESIGN_NAME = timer
export DESIGN_NICKNAME = timer
export VERILOG_FILES = /design/flow/design.v
export SDC_FILE = /design/flow/constraint.sdc
export NUM_CORES = 4
export LEC_CHECK = 1
export CORE_UTILIZATION = 40
</file>
<file path="./constraint.sdc">
current_design timer

set clk_period 4.5
set clk_io_pct 0.2

create_clock -name clk0 -period $clk_period [get_ports {CLK}]

set non_clock_inputs [all_inputs -no_clocks]
set_input_delay [expr $clk_period * $clk_io_pct] -clock clk0 $non_clock_inputs
set_output_delay [expr $clk_period * $clk_io_pct] -clock clk0 [all_outputs]
</file>
<file path="./design.v">
`timescale 1ns /1ps
module timer(
	output TS, TL,
	input ST, CLK
);
integer value;
assign TS = (value>=4);
assign TL = (value>=14);
always @(posedge ST or posedge CLK)
begin
	if(ST==1)begin value=0; end
	else begin value=value+1; end
end
endmodule
</file>
<file path="./run.sh">
#!/bin/bash
# OpenROAD 26Q1-2900-gdf79404cd8, Yosys 0.63+post, stock flow scripts
make -C /OpenROAD-flow-scripts/flow DESIGN_CONFIG=/design/flow/config.mk WORK_HOME=/design/flow/orfs finish
</file>
==> results.toml <==
# implementation run metrics
[power]
p_leak_nw = 0.747
max-vdd-ir-drop_mv = 0.202
powerDensity_nw_per_um2 = 307

[sta]
fin_setup_tns_ns = 0
setup_viol = 0
finClkSkew_ns = 0.00513
post-route-min-period_ns = 2.75
fin_crit_sh_pct = 61.2
fmax_ghz = 0.363
whs_ns = 0.492
slew_viol_final = 0
worst_pin_slew_ns = 0.922
maxSlewHeadroom_pct = 38.0
hold_viol_final = 0
rsz0062_at_grt = "no"

[setup_path]
critPathBufInv = 1
worst_setup_path_end_kind = "output pin"
critical_path_class = "register to output pin"
slowest_delay_ns = 0.44
path_cells = "nor4_1 > nand4_1 > nor2_1 > a21oi_1 > clkdlybuf4s50_1"
start_kind = "register"
critPathArrivalTime_ns = 1.85
worst-endpoint-required_ns = 3.60
worstPathMaxFanout = 5
cp_slowest_cell = "dfrtp_1"
crit_family = "simple AND/OR/NAND/NOR gates"

[logic_synthesis]
ys_seq_share_pct = 52.6
synth-seq-cells = 32
netlist.top_cell.by_area = "dfrtp_1"
synth_cell_types = 21
syn_avg_cell_area_um2 = 10.6
yosysChipArea_um2 = 1520
synth_cells = 144
yosys_warnings = 1
synth.area.top_cells = "dfrtp_1, xnor2_1, xor2_1, nand4_1, nor4_1"
synth_area_um2 = 1520
ys_cells = 144
netlist.area_leader.share_pct = 52.6

[clocking]
clk_pin_slew_ns = 0.06
cts_setup_buffers = 0
clockBufferDepth = 2
htree_levels = 2
cts_tree = "built"
clk_latency_ns = 0.28
cts_hold_buf = 0
cts_root_buf = "clkbuf_8"
cts_resized = 0
cts_made_buffers = 5
cts.sinks = 32

[final_layout]
final_cell_mix = "dfrtp_1, xnor2_1, nand2_1"
layout_top_cell = "dfrtp_1"
post-route-util_pct = 46.2
synthToLayoutAreaGrowth_pct = 11.0
layout-drive-gt1-share_pct = 7.24
largest_reg_flops = 32

[die]
coreArea_um2 = 3660
chip_area_um2 = 4060
die_w_um = 63.7
rows = 22
die_y_um = 63.7
io_pins = 4
fp-utilization_pct = 41.6

[routing]
via_count = 1066
drt_pass1_iterations = 4
drc_errors = 0
postRouteAntennaNets = 0
routed_wl_um = 2710
num_antenna_cells = 0
dr.first_iter.drc_count = 18
wl_per_cell_um = 13.5
viasPerCell = 5.33

[hold_path]
hp-class = "register to register"

[grt]
grt_pass1_wl_um = 4970
antenna_found_initial = 0
grt_usage_pct = 16.5
grt_max_degree = 33
grt_overflow_total = 0
grt_pass1_vias = 1062

[flow_run]
cap_violations = 0
warnings = 27

[status]
run_status = "finished, final reports clean"

[place]
dpl.hpwl_um = 1880
portBuffers = 3
place_congestion = 0.892
[cell families after synthesis]
family                     after synthesis  share of synthesized area [%]
adders and majority gates                2                           1.64
DFF                                     32                           52.6
and+or+nand+nor                         70                           25.6
buffers and inverters                    8                           2.30
xor gates and xnor gates                30                           17.3
AOI/OAI and AO/OA                        2                          0.657
[layer usage]
layer	vias to the layer above	wire length, µm	share of wire (%)	track usage [%]
met2	21	1190	44	23.9
met1	522	1350	50	26.6
li1	517	-	-	-
met4	0	48	1.8	1.99
met5	-	0	0	0
met3	6	121	4.5	4.23
[report_power, final]
group | internal, mW | total (mW) | switching [mW]
Sequential | 0.288 | 0.288 | 0
Clock | 0.125 | 0.225 | 0.100
Combinational | 0.00139 | 0.00693 | 0.00554
[path summary, 6_finish.rpt]
path | start | endpoint | slack (ns) | cells past startpoint
max reg2reg | value[1]$_DFF_PP0_ | value[22]$_DFF_PP0_ | 2.46 | 5
min | value[0]$_DFF_PP0_ | value[0]$_DFF_PP0_ | 0.49 | 1
min in group asynchronous | ST | value[2]$_DFF_PP0_ | 1.00 | 3
max | value[16]$_DFF_PP0_ | TL | 1.75 | 5
max in group asynchronous | ST | value[30]$_DFF_PP0_ | 3.21 | 3
min reg2reg | value[0]$_DFF_PP0_ | value[0]$_DFF_PP0_ | 0.49 | 1
[through the flow]
step	cell area [µm²]	setup slack [ns]	cells	power [mW]
2_1_floorplan	1520	2.64	144	0.297
3_3_place_gp	1600	2.03	192	0.300
3_5_place_dp	1600	2.06	192	0.300
4_1_cts	1690	1.73	200	0.525
5_1_grt	1690	1.58	200	0.543
6_report	1690	1.75	200	0.520
[cells in the mapped netlist, drive strengths merged]
cell type	instances
and2	4
nand2	13
dfrtp	32
ha	2
nor4	10
nor2	6
or4	2
xnor2	18
and4	2
nand4	10
nand3	12
a21oi	2
and3	3
inv	4
nor3	8
xor2	12
buf	4
[layout make-up]
type,instances,area (µm²)
timing repair buffer,4,37.5
inverter,4,15.0
fill,334,1970
sequential,32,801
multi-input combinational,104,687
tap,48,60.1
clock buffer,8,90.1
No activity file was given, so power comes from the tool's default toggle rates.
